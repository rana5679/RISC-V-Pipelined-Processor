==> flow/design.v <==
`timescale 1ns / 1ps
module FlagUnit(
    input   wire [31:0] a, b,
	output  wire cf, zf, vf, sf
);
    wire [31:0] add, op_b;
    assign op_b = (~b);
    assign {cf, add} = a + op_b + 1'b1;
    assign zf = (add == 0);
    assign sf = add[31];
    assign vf = (a[31] ^ (op_b[31]) ^ add[31] ^ cf);
endmodule
==> flow/run.sh <==
#!/bin/bash
# OpenROAD 26Q1-2900-gdf79404cd8, Yosys 0.63+post, stock flow scripts
make -C /OpenROAD-flow-scripts/flow DESIGN_CONFIG=/design/flow/config.mk WORK_HOME=/design/flow/orfs finish
==> flow/config.mk <==
export PLATFORM = sky130hd
export DESIGN_NAME = FlagUnit
export DESIGN_NICKNAME = FlagUnit
export VERILOG_FILES = /design/flow/design.v
export SDC_FILE = /design/flow/constraint.sdc
export NUM_CORES = 4
export LEC_CHECK = 1
export CORE_AREA = 10 10 91 91
export DIE_AREA = 0 0 101 101
==> flow/constraint.sdc <==
current_design FlagUnit

set clk_period 9.6
set clk_io_pct 0.2

create_clock -name clk0 -period $clk_period

set non_clock_inputs [all_inputs -no_clocks]
set_input_delay [expr $clk_period * $clk_io_pct] -clock clk0 $non_clock_inputs
set_output_delay [expr $clk_period * $clk_io_pct] -clock clk0 [all_outputs]
==> summary.json <==
{
  "drt": {
    "finalWirelength_um": 5800,
    "dr.pass1.iters": 4,
    "route.vias.total": 2318,
    "drtIter0Drc": 77,
    "detail_route.vias_per_cell": 5.24,
    "ant_nets": 0,
    "n_antenna_cell": 0,
    "routed_wire_length_per_instance_um": 13.1,
    "drc": 0
  },
  "die": {
    "rows": 29,
    "core_util_floorplan": 0.321,
    "die_area_um2": 10200,
    "chipHeight_um": 101,
    "design.portCount": 68,
    "chipWidth_um": 101,
    "coreArea_um2": 6350
  },
  "grt": {
    "grt_start_max_net_pins": 13,
    "grt.overflow.total": 0,
    "grt_pass1_wl_um": 9950,
    "grt_pass1_vias": 2301,
    "globalRouteTotalUtil": 0.111,
    "number_of_antenna_violations_at_the_first_check_in_global_routing": 0
  },
  "finish": {
    "ff_latch_area_um2": 0,
    "drive_above_1_share": 0.0247,
    "stdcell_area_um2": 2750,
    "clkbuf_count": 0,
    "synthToLayoutAreaGrowth_pct": 34.8,
    "final_cells": 442,
    "layout.sequential_cells": 0
  },
  "run": {
    "warning_count": 32,
    "drv.max_cap_violation_count": 0
  },
  "min_path": {
    "whs_path_depth": 5,
    "min-delay-path-class": "in2out"
  },
  "placed_design": {
    "placement.io_buffers": 68,
    "gpl.final_weighted_congestion": 0.917,
    "dp.cells": 442,
    "detailed_place_hpwl_um": 5060,
    "detailed_place.area_um2": 2750,
    "pre_cts_ws_ns": 1.77
  },
  "logic_synthesis": {
    "syn-mean-instance-area_um2": 6.49,
    "synth.yosys.num_cells": 314,
    "synth_cell_types": 56,
    "ys_top_cells_by_area": "sky130_fd_sc_hd__ha_1, sky130_fd_sc_hd__a21oi_1, sky130_fd_sc_hd__inv_1, sky130_fd_sc_hd__nand2_1, sky130_fd_sc_hd__nor2_1",
    "synth-seq-area-share": 0,
    "yosys_warnings": 0,
    "ys_chip_area_um2": 2040,
    "yosysTopAreaCell": "sky130_fd_sc_hd__ha_1",
    "synthCells": 314,
    "top_cell_area_share": 0.196,
    "post_synth_instance_area_um2": 2040
  },
  "timing": {
    "hold_violations": 0,
    "setup-tns-final_ns": 0,
    "final_critical_path_setup_slack_ns": 1.76,
    "period_needed_ns": 7.84,
    "tightest_slew_ns": 0.413,
    "timing.final.crit_share": 0.816,
    "maxClockFrequency_mhz": 128,
    "maxSlewViolCount": 0,
    "setup_viol_count_final": 0,
    "grt_setup_unrepaired": "false",
    "worst_slew_margin_rel": 0.718
  },
  "power": {
    "share_comb_of_total_power": 1.000,
    "clockPowerShare": 0,
    "p_per_area_nw_per_um2": 60.3,
    "power_switching_mw": 0.0834,
    "seq_power_share": 0,
    "p_leak_nw": 1.22,
    "p_int_mw": 0.0823,
    "peak_vdd_ir_mv": 0.0241,
    "switching_share": 0.503
  },
  "clock_network": {
    "holdBufCountCts": 0,
    "ctsResizeCount": 0,
    "postCtsSetupBuffers": 0
  },
  "run_status": {
    "run_status": "completed"
  },
  "setup_path": {
    "critPathArrivalTime_ns": 5.92,
    "critPathCaptureType": "primary output",
    "worstSetupStartpointType": "input port",
    "largest_driver_fanout_on_the_critical_path": 3,
    "kind_of_critical_path": "in2out",
    "critPathRequiredTime_ns": 7.68
  }
}
## layer usage
| metal | routed length [um] | GRT usage | part of all wire |
|---|---|---|---|
| met5 | 0 | 0 | 0 |
| met4 | 24 | 0.00429 | 0.0041 |
| met3 | 358 | 0.0187 | 0.062 |
| met2 | 2610 | 0.185 | 0.45 |
| met1 | 2810 | 0.153 | 0.48 |
## final cells by class
class	instances	area (um^2)
Fill cell	663	3600
Timing Repair Buffer	68	681
Multi-Input combinational cell	259	1830
Inverter	38	143
Tap cell	77	96.3
## synth_stat cells, drive strengths merged, types with 3 or more instances
master  count
inv        38
ha         32
a21oi      30
nand2      29
nor2       22
o21ai      20
clkbuf     14
nor3       11
nand3      10
a21o        9
xnor2       9
xor2        8
a211oi      7
nand4       7
o21a        7
a31oi       4
and2        4
a211o       3
buf         3
mux2i       3
nand2b      3
nor2b       3
nor4        3
o211ai      3
## worst max-delay path, cell delays in order
cell and delay [ns]:
sky130_fd_sc_hd__clkdlybuf4s50_1 0.45, sky130_fd_sc_hd__inv_1 0.04, sky130_fd_sc_hd__ha_1 0.21, sky130_fd_sc_hd__fa_1 0.40
sky130_fd_sc_hd__nor2b_1 0.16, sky130_fd_sc_hd__o2111ai_1 0.17, sky130_fd_sc_hd__and3_1 0.22, sky130_fd_sc_hd__o21ai_1 0.22
sky130_fd_sc_hd__a31oi_1 0.13, sky130_fd_sc_hd__xnor2_1 0.14, sky130_fd_sc_hd__a2111oi_0 0.43, sky130_fd_sc_hd__nand4_1 0.15
sky130_fd_sc_hd__nor4_1 0.31, sky130_fd_sc_hd__nand4b_1 0.18, sky130_fd_sc_hd__nor4_2 0.28, sky130_fd_sc_hd__clkdlybuf4s50_1 0.51
## power groups by stage
stage	combinational, mW	clock [mW]	sequential (mW)
finish	0.166	0	0
global route	0.186	0	0
CTS	0.167	0	0
## cells by family after synthesis
| kind of cell | count (synthesis) | share of synthesized area |
|---|---|---|
| AND/OR/NAND/NOR | 100 | 0.239 |
| multiplexers | 3 | 0.0147 |
| AND-OR/OR-AND | 106 | 0.364 |
| buffers and inverters | 55 | 0.103 |
| XOR/XNOR | 17 | 0.0731 |
| adder cells (fa/ha/maj) | 33 | 0.206 |
## path summary, 6_finish.rpt
check	endpoint	from	slack (ns)
setup / recovery	zf	a[0]	1.76
hold / removal	vf	b[31]	4.96
## per-stage QoR
step | total power, mW | util | hold WS, ns
2_1_floorplan | 0.111 | - | 4.04
3_3_place_gp | 0.165 | 0.433 | 4.97
3_5_place_dp | 0.165 | 0.433 | 4.97
4_1_cts | 0.167 | 0.433 | 4.98
5_1_grt | 0.186 | 0.433 | 5.02
6_report | 0.166 | 0.433 | 4.96
## placed cells by master, fill, tap and decap left out, types with 8 or more instances in the layout
master                            synthesis  routed
sky130_fd_sc_hd__nor2_1                  21      21
sky130_fd_sc_hd__nand2_1                 29      29
sky130_fd_sc_hd__xor2_1                   8       8
sky130_fd_sc_hd__a21o_1                   9       9
sky130_fd_sc_hd__clkdlybuf4s50_1          0      68
sky130_fd_sc_hd__nand3_1                 10      10
sky130_fd_sc_hd__a21oi_1                 29      29
sky130_fd_sc_hd__nor3_1                  11      11
sky130_fd_sc_hd__inv_1                   37      37
sky130_fd_sc_hd__ha_1                    32      32
sky130_fd_sc_hd__xnor2_1                  9       9
sky130_fd_sc_hd__o21ai_0                 12      12
Power figures rest on the tool's default switching activity, not on a simulated workload.
