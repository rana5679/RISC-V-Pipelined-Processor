**/design/flow/design.v**
```verilog
`timescale 1ns / 1ps
module ForwardingUnit(
    input [4:0] ID_EX_rs1_addr,
    input [4:0] ID_EX_rs2_addr, 
    input [4:0] MEM_WB_rd_addr, 
    input MEM_WB_RegWrite, 
    output reg forwardA,
    output reg forwardB
    );
always @(*) begin
if(MEM_WB_RegWrite & MEM_WB_rd_addr != 0 & (MEM_WB_rd_addr == ID_EX_rs1_addr ))
        forwardA = 2'b1;
else
        forwardA = 2'b0;
if(MEM_WB_RegWrite & MEM_WB_rd_addr != 0 & (MEM_WB_rd_addr == ID_EX_rs2_addr ))
        forwardB = 2'b1;
    else
        forwardB = 2'b0; 
end
endmodule
```
**/design/flow/run.sh**
```bash
#!/bin/bash
# OpenROAD 26Q1-2900-gdf79404cd8, Yosys 0.63+post, stock flow scripts
make -C /OpenROAD-flow-scripts/flow DESIGN_CONFIG=/design/flow/config.mk WORK_HOME=/design/flow/orfs finish
```
**/design/flow/config.mk**
```make
export PLATFORM = sky130hd
export DESIGN_NAME = ForwardingUnit
export DESIGN_NICKNAME = ForwardingUnit
export VERILOG_FILES = /design/flow/design.v
export SDC_FILE = /design/flow/constraint.sdc
export NUM_CORES = 4
export LEC_CHECK = 1
export CORE_AREA = 10 10 70 70
export DIE_AREA = 0 0 80 80
```
**/design/flow/constraint.sdc**
```tcl
current_design ForwardingUnit

set clk_period 1.9
set clk_io_pct 0.2

create_clock -name clk0 -period $clk_period

set non_clock_inputs [all_inputs -no_clocks]
set_input_delay [expr $clk_period * $clk_io_pct] -clock clk0 $non_clock_inputs
set_output_delay [expr $clk_period * $clk_io_pct] -clock clk0 [all_outputs]
```
==> results.json <==
{
  "slew_headroom_pct": 86.2,
  "rows": 21,
  "antenna_cells_inserted": 0,
  "ys_area_um2": 124,
  "io_pins": 18,
  "arrival_ns": 1.46,
  "top_cell_area_share_pct": 42.4,
  "total_power_mw": 0.0623,
  "fp-utilization_pct": 3.63,
  "remaining_drc_errors": 0,
  "drt-initial-drc-count": 1,
  "cp-end-kind": "primary output",
  "nClkBuffers": 0,
  "fin_crit_ns": 1.84,
  "wl_met1_um": 312,
  "flop-count": 0,
  "gp_congestion": 0.745,
  "grt_overflow": 0,
  "yosysCellCount": 16,
  "postCtsHoldBufs": 0,
  "worstMarginPinSlew_ns": 0.206,
  "synth_area_um2": 124,
  "synth.area.top_cells": "xnor2_1, xor2_1, nand4_1, nor4_1, or4_1",
  "worst-path-max-fanout": 2,
  "finalMaxSlewViolations": 0,
  "num_vias": 197,
  "yosys_warnings": 1,
  "crit_type": "in2out",
  "fillers": 419,
  "hpwlAfterDp_um": 714,
  "grtUsageTotal_pct": 2.33,
  "synth_cell_type_count": 6,
  "tool_warnings": 32,
  "timing.fmax_ghz": 0.545,
  "hp-class": "in2out",
  "cp-start-kind": "primary input",
  "outcome": "finished clean",
  "ant_nets": 0,
  "core_area_um2": 3420,
  "grt_pass1_vias": 229,
  "syn_avg_cell_area_um2": 7.74,
  "worst_slack_ns": 0.0643,
  "synthMostInstantiatedCell": "xnor2_1",
  "top_cells_by_count": "xnor2_1, xor2_1, nand4_1, nor4_1",
  "hold_viol": 0,
  "antenna_found_initial": 0,
  "top_area_cell": "xnor2_1",
  "port_buffers": 18,
  "synthCells": 16,
  "wl_per_cell_um": 9.10,
  "p_per_area_nw_per_um2": 164,
  "ys_seq_share_pct": 0,
  "regArea_um2": 0,
  "drive_above_1_share_pct": 16.7,
  "wl_met3_um": 35,
  "syn2layout_area_growth_pct": 206,
  "top_layer_used": "met3",
  "setup_viol": 0,
  "die_height_um": 80,
  "preCtsSetupSlack_ns": -0.475,
  "vias_per_cell": 2.40,
  "routed_wl_um": 746,
  "grt_max_degree": 4,
  "dieArea_um2": 6400,
  "cp.required_ns": 1.52,
  "met2_length_um": 399,
  "die_x_um": 80,
  "fin_crit_sh_pct": 96.6,
  "maxCapViolations": 0,
  "power_leakage_nw": 0.151,
  "grt_pass1_wl_mm": 1.21,
  "ir_drop_mv": 0.0389,
  "firstDrtPassIters": 2
}
## worst paths after layout
path	from	to	slack, ns	depth (start not counted)
worst min-delay path	ID_EX_rs1_addr[2]	forwardA	1.16	5
worst max-delay path	MEM_WB_rd_addr[1]	forwardB	0.06	5
## critical path: stages
cell and delay, ns:
dlygate4sd2_1 0.24, or4_1 0.52, nor2_2 0.13, nor4_2 0.06
buf_2 0.12
## what timing repair did
action | in CTS | in global routing
pin swaps | 4 | 8
buffers inserted | 1 | 0
gates resized | 13 | 5
setup endpoints to repair | 2 | 2
gates cloned | 0 | 0
## metal layers
layer  up-vias  global-route usage [%]
li1         99                       -
met1        92                    2.77
met2         6                    4.41
met3         0                   0.455
met4         0                       0
met5         -                       0
## layout make-up
type / instances / area (um2) / area share [%]
Timing Repair Buffer: 20 / 189 / 49.8
Multi-Input combinational cell: 16 / 133 / 35.0
Tap cell: 46 / 57.6 / 15.2
## per-stage QoR
| stage | instances | instance area [um2] | hold WS, ns | utilization [%] | setup TNS (ns) |
|---|---|---|---|---|---|
| final | 82 | 379 | 1.16 | 11.1 | 0 |
| after detailed placement | 82 | 377 | 1.76 | 11.0 | -0.948 |
| after global placement | 82 | 377 | 1.77 | 11.0 | -0.924 |
| after global routing | 82 | 379 | 1.23 | 11.1 | -0.0263 |
| after floorplan | 16 | 124 | 0.833 | - | 0 |
| after CTS | 82 | 363 | 1.31 | 10.6 | 0 |
## report_power, final
group / leakage, nW / total [mW] / switching, mW / internal (mW)
Combinational: 0.151 / 0.0623 / 0.0216 / 0.0407
Clock: 0 / 0 / 0 / 0
Sequential: 0 / 0 / 0 / 0
## placed cells by master, fill, tap and decap left out, drive strengths merged
| cell type | count |
|---|---|
| clkdlybuf4s50 | 8 |
| dlymetal6s2s | 3 |
| nand4 | 2 |
| xor2 | 4 |
| xnor2 | 6 |
| clkdlybuf4s15 | 2 |
| nor4 | 2 |
| nor2 | 1 |
| buf | 4 |
| or4 | 1 |
| dlygate4sd2 | 3 |
## cells by family (layout without fill, tap and decap cells)
group / after synthesis / in the layout / share of synthesized area [%]
AND/OR/NAND/NOR: 6 / 6 / 29.3
XOR/XNOR: 10 / 10 / 70.7
buffers and inverters: 0 / 20 / 0
Power and IR drop assume default switching activity.
